## design/flow/config.mk

```make
export PLATFORM = sky130hd
export DESIGN_NAME = FGHI
export DESIGN_NICKNAME = FGHI
export VERILOG_FILES = /design/flow/design.v
export SDC_FILE = /design/flow/constraint.sdc
export NUM_CORES = 4
export LEC_CHECK = 1
export CORE_UTILIZATION = 40
```

## design/flow/constraint.sdc

```tcl
current_design FGHI

set clk_period 58.8
set clk_io_pct 0.2

create_clock -name clk0 -period $clk_period [get_ports {clk}]

set non_clock_inputs [all_inputs -no_clocks]
set_input_delay [expr $clk_period * $clk_io_pct] -clock clk0 $non_clock_inputs
set_output_delay [expr $clk_period * $clk_io_pct] -clock clk0 [all_outputs]
```

## design/flow/design.v

```verilog
`timescale 1ns / 1ps
module FGHI(
    input clk,
    input reset_n,
    input go,
    input [31 : 0] M_0,           
    input [31 : 0] M_1,
    input [31 : 0] M_2,
    input [31 : 0] M_3,
    input [31 : 0] M_4,
    input [31 : 0] M_5,
    input [31 : 0] M_6,
    input [31 : 0] M_7,
    input [31 : 0] M_8,
    input [31 : 0] M_9,
    input [31 : 0] M_10,
    input [31 : 0] M_11,
    input [31 : 0] M_12,	
    input [31 : 0] M_13,					  
    input [31 : 0] M_14,					   
    input [31 : 0] M_15,					   
    output reg valid,
    output reg [31 : 0] Oword_0,
    output reg [31 : 0] Oword_1,
    output reg [31 : 0] Oword_2,
    output reg [31 : 0] Oword_3
    );
reg [3 : 0]  state_machine = 4'b0000;        
reg [31 : 0] AA = 32'h01234567;              
reg [31 : 0] BB = 32'h89abcdef;
reg [31 : 0] CC = 32'hfedcba98;
reg [31 : 0] DD = 32'h76543210;
reg [31 : 0] A = 32'h01234567;			     
reg [31 : 0] B = 32'h89abcdef;
reg [31 : 0] C = 32'hfedcba98;
reg [31 : 0] D = 32'h76543210;
reg [31 : 0] X_0;
reg [31 : 0] X_1;
reg [31 : 0] X_2;
reg [31 : 0] X_3;
reg [31 : 0] X_4;
reg [31 : 0] X_5;
reg [31 : 0] X_6;
reg [31 : 0] X_7;
reg [31 : 0] X_8;
reg [31 : 0] X_9;
reg [31 : 0] X_10;
reg [31 : 0] X_11;
reg [31 : 0] X_12;
reg [31 : 0] X_13;
reg [31 : 0] X_14;
reg [31 : 0] X_15;
reg [31 : 0] first_argument  = 32'h01234567;  
reg [31 : 0] second_argument = 32'h89abcdef;
reg [31 : 0] third_argument  = 32'hfedcba98;
reg [31 : 0] fourth_argument = 32'h76543210;
reg [4 : 0]  s = 5'b00100;                   
reg [3 : 0]  k = 4'b0000;                    
reg [31 : 0] X_k;                            
reg [31 : 0] T_i;                            
reg [31 : 0] shift_s;                        
reg [31 : 0] F;
reg [31 : 0] G;
reg [31 : 0] H;
reg [31 : 0] I;
reg [31 : 0] op_result;                      
reg [31 : 0] plus_first_arg;                 
reg [31 : 0] plus_X;                         
reg [31 : 0] plus_T;                         
reg [31 : 0] lhs;                            
reg [3 : 0]  argument_counter = 4'b0000;     
reg [1 : 0]  round_counter    = 2'b00;       
always @ (*) begin
case (k) 
4'd0  : X_k <=  X_0;
4'd1  : X_k <=  X_1;
4'd2  : X_k <=  X_2;
4'd3  : X_k <=  X_3;
4'd4  : X_k <=  X_4;
4'd5  : X_k <=  X_5;
4'd6  : X_k <=  X_6;
4'd7  : X_k <=  X_7;
4'd8  : X_k <=  X_8;
4'd9  : X_k <=  X_9;
4'd10 : X_k <=  X_10;
4'd11 : X_k <=  X_11;
4'd12 : X_k <=  X_12;
4'd13 : X_k <=  X_13;
4'd14 : X_k <=  X_14;
4'd15 : X_k <=  X_15;
endcase 
case({round_counter[1 : 0],argument_counter [3 : 0]})
6'd0   :   T_i <=      32'hd76aa478;                             
6'd1   :   T_i <=      32'he8c7b756;
6'd2   :   T_i <=      32'h242070db;
6'd3   :   T_i <=      32'hc1bdceee;
6'd4   :   T_i <=      32'hf57c0faf;
6'd5   :   T_i <=      32'h4787c62a;
6'd6   :   T_i <=      32'ha8304613;
6'd7   :   T_i <=      32'hfd469501;     
6'd8   :   T_i <=      32'h698098d8;
6'd9   :   T_i <=      32'h8b44f7af;
6'd10  :   T_i <=      32'hffff5bb1;
6'd11  :   T_i <=      32'h895cd7be;
6'd12  :   T_i <=      32'h6b901122;
6'd13  :   T_i <=      32'hfd987193;
6'd14  :   T_i <=      32'ha679438e;
6'd15  :   T_i <=      32'h49b40821;
6'd16  :   T_i <=      32'hf61e2562;
6'd17  :   T_i <=      32'hc040b340;
6'd18  :   T_i <=      32'h265e5a51;
6'd19  :   T_i <=      32'he9b6c7aa;
6'd20  :   T_i <=      32'hd62f105d;
6'd21  :   T_i <=      32'h2441453 ;
6'd22  :   T_i <=      32'hd8a1e681;
6'd23  :   T_i <=      32'he7d3fbc8;
6'd24  :   T_i <=      32'h21e1cde6;
6'd25  :   T_i <=      32'hc33707d6;
6'd26  :   T_i <=      32'hf4d50d87;
6'd27  :   T_i <=      32'h455a14ed;
6'd28  :   T_i <=      32'ha9e3e905;
6'd29  :   T_i <=      32'hfcefa3f8;
6'd30  :   T_i <=      32'h676f02d9;
6'd31  :   T_i <=      32'h8d2a4c8a;
6'd32  :   T_i <=      32'hfffa3942;
6'd33  :   T_i <=      32'h8771f681;
6'd34  :   T_i <=      32'h6d9d6122;
6'd35  :   T_i <=      32'hfde5380c;
6'd36  :   T_i <=      32'ha4beea44;
6'd37  :   T_i <=      32'h4bdecfa9;
6'd38  :   T_i <=      32'hf6bb4b60;
6'd39  :   T_i <=      32'hbebfbc70;
6'd40  :   T_i <=      32'h289b7ec6;
6'd41  :   T_i <=      32'heaa127fa;
6'd42  :   T_i <=      32'hd4ef3085;
6'd43  :   T_i <=      32'h4881d05 ;
6'd44  :   T_i <=      32'hd9d4d039;
6'd45  :   T_i <=      32'he6db99e5;
6'd46  :   T_i <=      32'h1fa27cf8;
6'd47  :   T_i <=      32'hc4ac5665;
6'd48  :   T_i <=      32'hf4292244;
6'd49  :   T_i <=      32'h432aff97;
6'd50  :   T_i <=      32'hab9423a7;
6'd51  :   T_i <=      32'hfc93a039;
6'd52  :   T_i <=      32'h655b59c3;
6'd53  :   T_i <=      32'h8f0ccc92;
6'd54  :   T_i <=      32'hffeff47d;
6'd55  :   T_i <=      32'h85845dd1;
6'd56  :   T_i <=      32'h6fa87e4f;
6'd57  :   T_i <=      32'hfe2ce6e0;
6'd58  :   T_i <=      32'ha3014314;
6'd59  :   T_i <=      32'h4e0811a1;
6'd60  :   T_i <=      32'hf7537e82;
6'd61  :   T_i <=      32'hbd3af235;
6'd62  :   T_i <=      32'h2ad7d2bb;
6'd63  :   T_i <=      32'heb86d391;
endcase                          
case(s)                                                             
5'd4    : begin shift_s <= {plus_T[27 : 0],plus_T[31 : 28]}; end
5'd5    : begin shift_s <= {plus_T[26 : 0],plus_T[31 : 27]}; end
5'd6    : begin shift_s <= {plus_T[25 : 0],plus_T[31 : 26]}; end
5'd7    : begin shift_s <= {plus_T[24 : 0],plus_T[31 : 25]}; end
5'd8    : begin shift_s <= {plus_T[23 : 0],plus_T[31 : 24]}; end
5'd9    : begin shift_s <= {plus_T[22 : 0],plus_T[31 : 23]}; end
5'd10   : begin shift_s <= {plus_T[21 : 0],plus_T[31 : 22]}; end
5'd11   : begin shift_s <= {plus_T[20 : 0],plus_T[31 : 21]}; end
5'd12   : begin shift_s <= {plus_T[19 : 0],plus_T[31 : 20]}; end
5'd13   : begin shift_s <= {plus_T[18 : 0],plus_T[31 : 19]}; end
5'd14   : begin shift_s <= {plus_T[17 : 0],plus_T[31 : 18]}; end
5'd15   : begin shift_s <= {plus_T[16 : 0],plus_T[31 : 17]}; end
5'd16   : begin shift_s <= {plus_T[15 : 0],plus_T[31 : 16]}; end
5'd17   : begin shift_s <= {plus_T[14 : 0],plus_T[31 : 15]}; end
5'd18   : begin shift_s <= {plus_T[13 : 0],plus_T[31 : 14]}; end
5'd19   : begin shift_s <= {plus_T[12 : 0],plus_T[31 : 13]}; end
5'd20   : begin shift_s <= {plus_T[11 : 0],plus_T[31 : 12]}; end
5'd21   : begin shift_s <= {plus_T[10 : 0],plus_T[31 : 11]}; end
5'd22   : begin shift_s <= {plus_T[9  : 0],plus_T[31 : 10]}; end
5'd23   : begin shift_s <= {plus_T[8  : 0],plus_T[31 : 09]}; end    
default : begin shift_s <= plus_T;                           end
endcase
F <= ( second_argument & third_argument )   | ( (~second_argument) & fourth_argument );
G <= ( second_argument & fourth_argument )  | ( third_argument & (~fourth_argument)  );
H <= ( second_argument ) 				    ^ ( third_argument ^ fourth_argument     );
I <= ( third_argument  ) 				    ^ ( second_argument | (~fourth_argument) );
case(round_counter)
2'b00 : begin op_result <= F; end
2'b01 : begin op_result <= G; end
2'b10 : begin op_result <= H; end
2'b11 : begin op_result <= I; end
endcase
             end
always @ (posedge clk) begin
if(!reset_n) begin
             state_machine    <= 0;
			 round_counter 	  <= 0; 
			 argument_counter <= 0;
	         AA <= 32'h67452301;
	         BB <= 32'hefcdab89;
	         CC <= 32'h98badcfe;
	         DD <= 32'h10325476;
	         A <= 32'h67452301;
	         B <= 32'hefcdab89;
	         C <= 32'h98badcfe;
	         D <= 32'h10325476;
			 valid <= 0;
             end
else begin
case(state_machine) 
    4'b0000 : begin                                  
			  if(go) begin
			  X_0  <=  M_0;
			  X_1  <=  M_1;
			  X_2  <=  M_2;
			  X_3  <=  M_3;
			  X_4  <=  M_4;
			  X_5  <=  M_5;
			  X_6  <=  M_6;
			  X_7  <=  M_7;
			  X_8  <=  M_8;
			  X_9  <=  M_9;
			  X_10 <=  M_10;
			  X_11 <=  M_11;
			  X_12 <=  M_12;
			  X_13 <=  M_13;
			  X_14 <=  M_14;
			  X_15 <=  M_15;
			  state_machine <= 4'b0001;
					 end                   
              end
    4'b0001 : begin     
                    case ( {round_counter[1 : 0],argument_counter [3 : 0]}) 
                    6'd0  : begin k <= 0;   s <= 7;  end
                    6'd1  : begin k <= 1;   s <= 12; end
                    6'd2  : begin k <= 2;   s <= 17; end
                    6'd3  : begin k <= 3;   s <= 22; end
                    6'd4  : begin k <= 4;   s <= 7;  end
                    6'd5  : begin k <= 5;   s <= 12; end
                    6'd6  : begin k <= 6;   s <= 17; end
                    6'd7  : begin k <= 7;   s <= 22; end
                    6'd8  : begin k <= 8;   s <= 7;  end
                    6'd9  : begin k <= 9;   s <= 12; end
                    6'd10 : begin k <= 10;  s <= 17; end
                    6'd11 : begin k <= 11;  s <= 22; end
                    6'd12 : begin k <= 12;  s <= 7;  end
                    6'd13 : begin k <= 13;  s <= 12; end
                    6'd14 : begin k <= 14;  s <= 17; end
                    6'd15 : begin k <= 15;  s <= 22; end  
                    6'd16 : begin k <= 1;   s <= 5;  end
                    6'd17 : begin k <= 6;   s <= 9;  end
                    6'd18 : begin k <= 11;  s <= 14; end
                    6'd19 : begin k <= 0;   s <= 20; end
                    6'd20 : begin k <= 5;   s <= 5;  end
                    6'd21 : begin k <= 10;  s <= 9;  end
                    6'd22 : begin k <= 15;  s <= 14; end
                    6'd23 : begin k <= 4;   s <= 20; end
                    6'd24 : begin k <= 9;   s <= 5;  end
                    6'd25 : begin k <= 14;  s <= 9;  end
                    6'd26 : begin k <= 3;   s <= 14; end
                    6'd27 : begin k <= 8;   s <= 20; end
                    6'd28 : begin k <= 13;  s <= 5;  end
                    6'd29 : begin k <= 2;   s <= 9; end
                    6'd30 : begin k <= 7;   s <= 14; end
                    6'd31 : begin k <= 12;  s <= 20; end
                    6'd32 : begin k <= 5;   s <= 4;  end
                    6'd33 : begin k <= 8;   s <= 11; end
                    6'd34 : begin k <= 11;  s <= 16; end
                    6'd35 : begin k <= 14;  s <= 23; end
                    6'd36 : begin k <= 1;   s <= 4;  end
                    6'd37 : begin k <= 4;   s <= 11; end
                    6'd38 : begin k <= 7;   s <= 16; end
                    6'd39 : begin k <= 10;  s <= 23; end
                    6'd40 : begin k <= 13;  s <= 4;  end
                    6'd41 : begin k <= 0;   s <= 11; end
                    6'd42 : begin k <= 3;   s <= 16; end
                    6'd43 : begin k <= 6;   s <= 23; end
                    6'd44 : begin k <= 9;   s <= 4;  end
                    6'd45 : begin k <= 12;  s <= 11; end
                    6'd46 : begin k <= 15;  s <= 16; end
                    6'd47 : begin k <= 2;   s <= 23; end
                    6'd48 : begin k <= 0;   s <= 6;  end
                    6'd49 : begin k <= 7;   s <= 10; end
                    6'd50 : begin k <= 14;  s <= 15; end
                    6'd51 : begin k <= 5;   s <= 21; end
                    6'd52 : begin k <= 12;  s <= 6;  end
                    6'd53 : begin k <= 3;   s <= 10; end
                    6'd54 : begin k <= 10;  s <= 15; end
                    6'd55 : begin k <= 1;   s <= 21; end
                    6'd56 : begin k <= 8;   s <= 6;  end
                    6'd57 : begin k <= 15;  s <= 10; end
                    6'd58 : begin k <= 6;   s <= 15; end
                    6'd59 : begin k <= 13;  s <= 21; end
                    6'd60 : begin k <= 4;   s <= 6;  end
                    6'd61 : begin k <= 11;  s <= 10; end
                    6'd62 : begin k <= 2;   s <= 15; end
                    6'd63 : begin k <= 9;   s <= 21; end
                    endcase
                    case (argument_counter[1 : 0])
                    2'b00 : begin first_argument <= A; second_argument <= B; third_argument <= C; fourth_argument <= D; end
                    2'b01 : begin first_argument <= D; second_argument <= A; third_argument <= B; fourth_argument <= C; end
                    2'b10 : begin first_argument <= C; second_argument <= D; third_argument <= A; fourth_argument <= B; end
                    2'b11 : begin first_argument <= B; second_argument <= C; third_argument <= D; fourth_argument <= A; end               
                    endcase 
                    state_machine  <= 4'b0010;
              end                
    4'b0010 : begin																
					plus_first_arg <=  first_argument +  op_result;
					state_machine <= 4'b0011;
			  end
    4'b0011 : begin
					plus_X <= plus_first_arg + X_k;
					state_machine <= 4'b0100;
			  end 
    4'b0100 : begin 
					plus_T <= plus_X + T_i;
					state_machine <= 4'b0101;
			  end
	4'b0101 : begin
					lhs    	      <= shift_s + second_argument;
					state_machine <= 4'b0110; 
			  end
	4'b0110 : begin
              case (argument_counter[1 : 0])  		 
                    2'b00 : begin A <= lhs; end
                    2'b01 : begin D <= lhs; end
                    2'b10 : begin C <= lhs; end
                    2'b11 : begin B <= lhs; end
              endcase
				    state_machine <= 4'b0111;
			  end
    4'b0111 : begin                                                       
              argument_counter <= argument_counter + 1;
              round_counter    <= (argument_counter == 4'b1111)? round_counter + 1 : round_counter;
		      state_machine    <= (argument_counter == 4'b1111 && round_counter == 2'b11)? 4'b1000 : 4'b0001;   
              end
	4'b1000 : begin
			  AA <= AA + A;
			  BB <= BB + B;
			  CC <= CC + C;
			  DD <= DD + D;
			  state_machine    <= 4'b1001;
			  end
	4'b1001 : begin 
			  Oword_0 		   <=  AA;
			  Oword_1          <=  BB;
			  Oword_2          <=  CC;
			  Oword_3 		   <=  DD;
			  valid            <= 1'b1;		                                 
			  end
endcase 
     end
                       end
endmodule
```

## design/flow/run.sh

```bash
#!/bin/bash
# OpenROAD 26Q1-2900-gdf79404cd8, Yosys 0.63+post, stock flow scripts
make -C /OpenROAD-flow-scripts/flow DESIGN_CONFIG=/design/flow/config.mk WORK_HOME=/design/flow/orfs finish
```

==> node_exporter_impl.prom <==
# HELP chip_impl_metric Implementation results
# TYPE chip_impl_metric gauge
chip_impl_info{name="path_common_cell",value="sky130_fd_sc_hd__buf_4"} 1
chip_impl_info{name="grt_setup_unrepaired",value="false"} 1
chip_impl_metric{name="dp.final_hpwl",unit="um"} 182000
chip_impl_metric{name="grt.total_usage",unit="%"} 32.8
chip_impl_metric{name="core_area",unit="um^2"} 161000
chip_impl_metric{name="grtUsageMet2",unit="%"} 44.7
chip_impl_metric{name="synth.ff_latch_count",unit=""} 1172
chip_impl_info{name="postSynth.topFlopCell",value="sky130_fd_sc_hd__edfxtp_1"} 1
chip_impl_info{name="endpoint",value="X_15[3]"} 1
chip_impl_metric{name="fp-row-count",unit=""} 147
chip_impl_metric{name="synth.yosys.num_cells",unit=""} 6179
chip_impl_metric{name="critical-path-max-stage-delay",unit="ps"} 750
chip_impl_info{name="synth.area.top_cells",value="sky130_fd_sc_hd__edfxtp_1 (42%), sky130_fd_sc_hd__dfxtp_1 (8.3%), sky130_fd_sc_hd__ha_1 (5.3%)"} 1
chip_impl_metric{name="openroad.warnings",unit=""} 51
chip_impl_info{name="worst_hold_class",value="flip-flop to flip-flop"} 1
chip_impl_metric{name="area.growth.synth_to_final",unit="%"} 20.6
chip_impl_info{name="worstSetupPathType",value="input port to flip-flop"} 1
chip_impl_metric{name="synth_area",unit="um^2"} 64700
chip_impl_metric{name="n_fill_cell",unit=""} 14100
chip_impl_metric{name="post_cts_gate_resize_count",unit=""} 0
chip_impl_metric{name="cts_hold_buf",unit=""} 0
chip_impl_metric{name="critPathMaxFanout",unit=""} 129
chip_impl_metric{name="worst-endpoint-arrival",unit="ps"} 16060
chip_impl_info{name="crit_path_top_delay_cell",value="sky130_fd_sc_hd__buf_4"} 1
chip_impl_metric{name="leakagePower",unit="nW"} 28.3
chip_impl_metric{name="antenna_violations_before_repair",unit=""} 49
chip_impl_metric{name="num_io_pins",unit=""} 644
chip_impl_metric{name="finalWirelength",unit="um"} 258000
chip_impl_metric{name="max-vdd-ir-drop",unit="uV"} 28.4
chip_impl_metric{name="clock_insertion_delay_worst_skew",unit="ps"} 780
chip_impl_metric{name="clock_path_buffers",unit=""} 3
chip_impl_metric{name="multi_input_comb_area",unit="um^2"} 29900
chip_impl_metric{name="placement.io_buffers",unit=""} 643
chip_impl_metric{name="tightest_slew",unit="ps"} 910
chip_impl_metric{name="fin_tns_setup",unit="ps"} 0
chip_impl_metric{name="fp_util",unit="%"} 40.3
chip_impl_metric{name="overflow",unit=""} 0
chip_impl_metric{name="die_area",unit="um^2"} 163000
chip_impl_metric{name="grt_start_max_net_pins",unit=""} 131
chip_impl_info{name="crit-reg2reg-capture",value="plus_T[30]"} 1
chip_impl_metric{name="place.gp.congestion",unit=""} 0.992
chip_impl_metric{name="via_count",unit=""} 55400
chip_impl_metric{name="via_count_of_the_first_global_routing_pass",unit=""} 52200
chip_impl_metric{name="power_density",unit="nW/um^2"} 25.7
chip_impl_metric{name="final.setup_skew",unit="ps"} 51.0
chip_impl_info{name="synth.most_common_cell",value="sky130_fd_sc_hd__edfxtp_1"} 1
chip_impl_metric{name="final.min_clock_period",unit="ps"} 15640
chip_impl_metric{name="avgRoutedWirePerCell",unit="um"} 28.7
chip_impl_metric{name="worst_rel_slew_slack",unit="%"} 39.1
chip_impl_metric{name="postCtsSetupBuffers",unit=""} 0
chip_impl_metric{name="synth-edff-count",unit=""} 905
chip_impl_metric{name="route.detailed.drc",unit=""} 0
chip_impl_info{name="startpoint_of_the_worst_register_to_register_path",value="argument_counter[1]"} 1
chip_impl_info{name="grt_busiest_layer",value="met1"} 1
chip_impl_metric{name="clock_buffers_created_by_tritoncts",unit=""} 133
chip_impl_metric{name="hold_ws",unit="ps"} 437
chip_impl_metric{name="timing.reg2reg.setup_slack",unit="ps"} 52110
chip_impl_metric{name="critical_path_buf_inv_count",unit=""} 5
chip_impl_metric{name="post_synth_num_cell_types",unit=""} 107
chip_impl_info{name="clockRootBuffer",value="sky130_fd_sc_hd__clkbuf_16"} 1
chip_impl_metric{name="postSynth.asyncResetShare",unit="%"} 0
chip_impl_info{name="crit_path_end_kind",value="flip-flop"} 1
chip_impl_metric{name="die_width",unit="um"} 404
chip_impl_metric{name="ys.warnings.count",unit=""} 1
chip_impl_metric{name="yosys_area",unit="um^2"} 64700
chip_impl_metric{name="vias_per_cell",unit=""} 6.18
chip_impl_metric{name="drt_pass1_iterations",unit=""} 14
chip_impl_metric{name="postSynthCellCount",unit=""} 6179
chip_impl_info{name="cell_family_with_most_cp_delay",value="buffers and inverters"} 1
chip_impl_info{name="netlist.top_cell.by_area",value="sky130_fd_sc_hd__edfxtp_1"} 1
chip_impl_metric{name="top_cell_area_share",unit="%"} 42.0
chip_impl_info{name="status",value="completed"} 1
chip_impl_metric{name="report.final.slew_viol_count",unit=""} 0
chip_impl_metric{name="post-route-period-util",unit="%"} 26.6
chip_impl_metric{name="drive_above_1_share",unit="%"} 6.91
chip_impl_metric{name="grt_pass1_wl",unit="um"} 367000
chip_impl_metric{name="drv_cap",unit=""} 0
chip_impl_metric{name="detail-route-antenna-nets",unit=""} 0
chip_impl_metric{name="avgSynthCellArea",unit="um^2"} 10.5
chip_impl_metric{name="worstSetupPathDepth",unit=""} 7
chip_impl_metric{name="max_clock_freq",unit="MHz"} 63.9
chip_impl_metric{name="first_iter_violations",unit=""} 6966
chip_impl_metric{name="seqCellArea",unit="um^2"} 32500
chip_impl_info{name="critical_path_launch_point_type",value="input port"} 1
chip_impl_info{name="path_cells",value="buf_4 -> inv_4 -> nor3_1 -> and3_4 -> buf_4 -> buf_12 -> buf_4"} 1
chip_impl_info{name="cts_tree",value="yes"} 1
chip_impl_metric{name="cts.reportedPaths.clkPinSlew",unit="ps"} 60
chip_impl_metric{name="grt_use_met3",unit="%"} 16.8
chip_impl_metric{name="worst-endpoint-required",unit="ps"} 59210
chip_impl_info{name="post_synth_most_frequent_cells",value="sky130_fd_sc_hd__edfxtp_1 (905), sky130_fd_sc_hd__nand2_1 (588), sky130_fd_sc_hd__a21oi_1 (475), sky130_fd_sc_hd__clkbuf_1 (393), sky130_fd_sc_hd__o21ai_0 (355)"} 1
chip_impl_metric{name="setup_viol_count_final",unit=""} 0
chip_impl_metric{name="total_power",unit="mW"} 2.01
chip_impl_metric{name="timing.reg2reg.worst_path_depth",unit=""} 18
chip_impl_metric{name="die_height",unit="um"} 404
chip_impl_metric{name="tritoncts_num_sinks",unit=""} 1172
chip_impl_metric{name="final-hold-violation-count",unit=""} 0
chip_impl_metric{name="gr-usage-met1",unit="%"} 47.1
chip_impl_info{name="worstSetupStartpoint",value="reset_n"} 1
chip_impl_metric{name="ys_seq_share",unit="%"} 50.2
chip_impl_metric{name="cts_htree_levels",unit=""} 4
## worst min-delay path by stage
stage       from     endpoint  cells past startpoint
4_1_cts   BB[31]  Oword_1[31]                      0
5_1_grt   BB[31]  Oword_1[31]                      0
6_report  BB[31]  Oword_1[31]                      0
## cells by family after synthesis
logic type      Yosys count  synth area share, %
simple gates           1479                 10.6
fa+ha+maj               280                 5.50
buf+inv                 659                 3.83
mux                     208                 3.37
flops                  1172                 50.2
xor+xnor                222                 3.00
compound gates         2159                 23.4
## cell usage in the layout, fill, tap and decap left out, types with 18 or more instances in the layout
cell type                         Yosys  routed
sky130_fd_sc_hd__edfxtp_1           905     905
sky130_fd_sc_hd__clkdlybuf4s50_1      0     642
sky130_fd_sc_hd__nand2_1            588     588
sky130_fd_sc_hd__a21oi_1            475     475
sky130_fd_sc_hd__o21ai_0            355     354
sky130_fd_sc_hd__nor2_1             294     279
sky130_fd_sc_hd__ha_1               272     265
sky130_fd_sc_hd__dfxtp_1            267     263
sky130_fd_sc_hd__a22oi_1            247     247
sky130_fd_sc_hd__inv_1              202     202
sky130_fd_sc_hd__mux2i_1            190     190
sky130_fd_sc_hd__a222oi_1           167     167
sky130_fd_sc_hd__buf_4                0     156
sky130_fd_sc_hd__nand3_1            152     152
sky130_fd_sc_hd__xnor2_1            146     146
sky130_fd_sc_hd__o211ai_1           143     143
sky130_fd_sc_hd__clkbuf_16            0     134
sky130_fd_sc_hd__a21o_1             117     117
sky130_fd_sc_hd__a221oi_1            95      95
sky130_fd_sc_hd__nand2b_1            93      93
sky130_fd_sc_hd__a22o_1              77      77
sky130_fd_sc_hd__xor2_1              76      76
sky130_fd_sc_hd__nor2b_1             74      74
sky130_fd_sc_hd__a31oi_1             70      70
sky130_fd_sc_hd__nand4_1             62      62
sky130_fd_sc_hd__nor3_1              70      61
sky130_fd_sc_hd__a211oi_1            54      54
sky130_fd_sc_hd__a32oi_1             46      46
sky130_fd_sc_hd__diode_2              0      42
sky130_fd_sc_hd__and3_1              43      40
sky130_fd_sc_hd__clkbuf_1           393      38
sky130_fd_sc_hd__a211o_1             32      32
sky130_fd_sc_hd__o21bai_1            25      25
sky130_fd_sc_hd__o22a_1              21      21
sky130_fd_sc_hd__o21a_1              21      21
sky130_fd_sc_hd__clkinv_2             0      21
sky130_fd_sc_hd__and2_1              19      19
sky130_fd_sc_hd__o2111ai_1           19      19
sky130_fd_sc_hd__or3_1               18      18
## where the power goes
group | leakage (nW) | total [mW] | internal (mW) | switching, mW
combinational | 16.0 | 0.217 | 0.0894 | 0.127
sequential | 10.2 | 0.950 | 0.932 | 0.0174
clock | 2.13 | 0.841 | 0.483 | 0.357
total | 28.3 | 2.01 | 1.51 | 0.502
## metrics by stage
step           utilization, %  setup slack, ps  cell area [um^2]  std cells
2_1_floorplan               -            34180             64700       6179
3_3_place_gp             45.8            42470             73600       8688
3_5_place_dp             45.8            42390             73600       8688
4_1_cts                  48.6            43220             78000       8931
5_1_grt                  48.6            42900             78100       8970
6_report                 48.6            43160             78100       8973
## per-layer routing
metal  routed length, um  share of wire (%)
met1              101000                 39
met2              109000                 42
met3               38400                 15
met4                9550                3.7
met5                 114              0.044
## final cells by class
type,count,area share [%]
clock buffers,178,4.58
diodes,42,0.135
well taps,2160,3.46
flip-flops and latches,1172,41.7
multi-input cells,4348,38.3
clock inverters,65,1.05
repair buffers,800,9.78
inverters,208,1.00
## worst reg2reg max path, stage by stage (launching register included)
cell,delay (ps)
sky130_fd_sc_hd__dfxtp_1,340
sky130_fd_sc_hd__clkinv_1,570
sky130_fd_sc_hd__ha_1,1060
sky130_fd_sc_hd__inv_1,360
sky130_fd_sc_hd__nand2_1,480
sky130_fd_sc_hd__a31oi_1,160
sky130_fd_sc_hd__mux4_2,610
sky130_fd_sc_hd__ha_1,290
sky130_fd_sc_hd__fa_1,450
sky130_fd_sc_hd__a21oi_1,200
sky130_fd_sc_hd__nor2_1,100
sky130_fd_sc_hd__o311ai_1,370
sky130_fd_sc_hd__a21oi_2,140
sky130_fd_sc_hd__a31oi_1,320
sky130_fd_sc_hd__o21a_1,270
sky130_fd_sc_hd__o21ai_4,100
sky130_fd_sc_hd__a31oi_1,320
sky130_fd_sc_hd__or4b_1,170
sky130_fd_sc_hd__nand4_1,90
Power and IR drop assume default switching activity.
